## config.mk

```make
export PLATFORM = sky130hd
export DESIGN_NAME = graycode
export DESIGN_NICKNAME = graycode
export VERILOG_FILES = /design/flow/design.v
export SDC_FILE = /design/flow/constraint.sdc
export NUM_CORES = 4
export LEC_CHECK = 1
export CORE_AREA = 10 10 70 70
export DIE_AREA = 0 0 80 80
```

## constraint.sdc

```tcl
current_design graycode

set clk_period 2.3
set clk_io_pct 0.2

create_clock -name clk0 -period $clk_period [get_ports {clk}]

set non_clock_inputs [all_inputs -no_clocks]
set_input_delay [expr $clk_period * $clk_io_pct] -clock clk0 $non_clock_inputs
set_output_delay [expr $clk_period * $clk_io_pct] -clock clk0 [all_outputs]
```

## design.v

```verilog
module graycode(input clk, input dir, output reg [2:0] count);
parameter S0 = 0, S1 = 1, 
	  S2 = 2, S3 = 3, 
	  S4 = 4, S5 = 5, 
	  S6 = 6, S7 = 7;
reg [2:0] state = 0;
always @(posedge clk)
begin
	case(state)
	S0:begin
	if(dir==1'b1)
		state <=  S1;
	else
		state <= S7;
	end
	S1:begin
	if(dir==1'b1)
		state <=  S2;
	else
		state <= S0;
	end
	S2:begin
	if(dir==1'b1)
		state <=  S3;
	else
		state <= S1;
	end
	S3:begin
	if(dir==1'b1)
		state <=  S4;
	else
		state <= S2;
	end
	S4:begin
	if(dir==1'b1)
		state <=  S5;
	else
		state <= S3;
	end
	S5:begin
	if(dir==1'b1)
		state <=  S6;
	else
		state <= S4;
	end
	S6:begin
	if(dir==1'b1)
		state <=  S7;
	else
		state <= S5;
	end
	S7:begin
	if(dir==1'b1)
		state <=  S0;
	else
		state <= S6;
	end
	default:begin
		state <= 0;
	end
	endcase
end
always@(state)
begin
	if (state == S0)
		count <= 3'b000;
	else if (state == S1)
		count <= 3'b001;
	else if (state == S2)
		count <= 3'b011;
	else if(state == S3)
		count <= 3'b010;
	else if (state == S4)
		count <= 3'b110;
	else if (state == S5)
		count <= 3'b111;
	else if (state == S6)
		count <= 3'b101;
	else if (state == S7)
		count <= 3'b100;
end
endmodule
```

## run.sh

```bash
#!/bin/bash
# OpenROAD 26Q1-2900-gdf79404cd8, Yosys 0.63+post, stock flow scripts
make -C /OpenROAD-flow-scripts/flow DESIGN_CONFIG=/design/flow/config.mk WORK_HOME=/design/flow/orfs finish
```

==> run notes <==
The full implementation flow was run.

The critical path's slowest stage uses the library cell dfxtp_1. In this run the clock root is driven by a clkbuf_4. The data required time of the worst path stands at roughly 2400 ps.

For reference, the critical path cell chain is inv_1 -> ha_1 -> or3_4 -> o2111ai_1 -> o21ai_1. The time the final worst path needs with I/O delays and setup stands at 1600 ps. Summing over the stages, the warning tally comes to 28.

Once the clock tree was built, the resizer swapped 0 gates to a different size. Per the CTS log, the maximum H-tree level is 1. The die height stands at roughly 80 um. The post-synth area from yosys stat stands at a little under 300 um^2. The fraction of the core area occupied by cells at floorplan stands at about 8.5%.

The initial antenna violation count came to 0. The leakage dissipation stands at approximately 0.16 nW. The met1 track demand over resource in global routing stands at under 10%. The maximum root-to-sink buffer count stands at 2. According to the floorplan log, the row count is 21. The worst clock skew stands at between 1.5 and 2 ps.

For met2 alone, demand over resource in global routing was under 10%. The maximum fanout along the worst path stands at 9. The worst setup path is captured at a register. The core region is ~3400 um^2.

Max-cap violations in this run came to 0. On the worst path, the slowest cell contributes a delay of a little under 500 ps. The first global-routing pass estimated around 770 um of wire. The number of failing hold endpoints at the final stage stands at 0. In the layout the commonest cells are ha_1, clkdlybuf4s50_1, clkbuf_4, dlxtn_1, dfxtp_1. The floorplan report gives the top-level pin count as 5.

The transition time recorded at the tightest slew-check pin is around 320 ps. The clock transition at the registers of the reported paths stands at 30 ps. The insertion delay to the later sink of the worst-skew pair stands at 230 ps. Nets still carrying antenna violations after routing amount to 0.

The setup path with the least slack is of type register to register. The minimum setup slack among reg-to-reg paths stands at roughly 700 ps. The synthesis report lists the Yosys warning total as 1.

The synthesized design contains 6 register bits. The mean instance size in the synthesized netlist stands at 9.63 um^2. After global routing, the most crowded layer is met2. The peak ir drop on the vdd network stands at approximately 0.21 mV. STA classifies the critical path startpoint as a register. The number of DRC markers after the initial detailed-route iteration stands at 24. STA lists the endpoint of the worst register-to-register path as state[2]. The critical path arrival stands at about 1700 ps. Buffers inserted to repair hold after CTS numbered 0. The run finished with clean final reports. The count of buffers from port buffering stands at 4. TritonCTS built the clock tree. The timer found 3 register pins that no clock reaches; their paths are not timed. Per the detail_route report, routed wire per instance is 6.27 um.

The number of global-route vias before repair stands at roughly 200. Per the timing report, the most critical flop-to-flop path originates at state[1]. The report gives the cell count of the worst hold path as 1.

The average via count per standard cell stands at 2.70. After synthesis, the design contains 30 cells according to Yosys. The total die area stands at 6400 um^2. The final layout reports a setup TNS of 0 ps. The number of buffers and inverters on the critical path is 1.

The number of unconstrained endpoints stands at 6. 0 antenna diodes ended up in the layout. The fraction of the core area covered by cells at the end of the flow stands at about an eighth. Global routing used under 10% of the available tracks across all layers. The final route contains 224 vias. The number of pins with negative max-slew slack in the final report stands at 0. The worst slew slack as a fraction of its limit stands at between 70% and 80%.

In the finished design, the share of the clock period the worst path needs comes to between 60% and 70%. The number of standard cells after synthesis stands at 30. The number of inserted filler cells in the final layout stands at a little under 400. From synthesis to final layout, the design area changed by 41.1%.

According to the hold report, the worst path is of the register to register type. Per the detail_route report, DRC violations left total 0. Recorded from the global router log, the overflow total was 0. The design draws between 500 and 600 uW. Per STA, the startpoint of the critical path is state[1]. Per STA, the worst path accumulates the most delay in the family flip-flops. The first detailed-routing pass ran for 2 iterations. Per the finish-stage timing summary, setup violations number 0.

The aggregate routed wire length stands at around 520 um. The power density over the cells stands at 1350 nW/um^2. The number of buffers added by the clock tree synthesis step stands at 3.

The global-route met3 utilization stands at under 10%. Yosys mapped the design onto 20 distinct sky130hd cell types. Setup repair after global routing left no endpoint under its margin. Hold analysis lists the worst path endpoint as state[0].

The placement summary gives the final routability congestion estimate as about 0.62. The floorplan step set the die width to roughly 80 um. For this run, the top clock speed supported by timing is between 600 and 700 MHz.

In this run the cell area of the synthesized design comes to approximately 290 um^2. The startpoint identified for the worst hold timing path is state[0]. Buffers added to address setup during post-CTS repair amount to 0.

Measured in cells, the most critical reg-to-reg path has a length of 5. The pin count of the biggest net entering global routing stands at 10. The layout cell share with drive strength beyond 1 stands at 16.2%.
## how the worst max path moves through the flow
stage | end | depth (start not counted)
CTS | state[2] | 5
global route | state[2] | 5
finish | state[2] | 5
## where the power goes
part / internal [mW] / switching (mW)
registers: 0.125 / 0.0587
clock network: 0.0649 / 0.0254
logic: 0.149 / 0.126
total: 0.339 / 0.210
## synthesized netlist by cell type
cell type	instances	share of area, %
nor3b_2	1	4.3
buf_2	1	1.7
o21ai_0	1	1.7
xor2_1	1	3.0
ha_1	4	17
dfxtp_1	3	21
o211ai_1	1	2.6
or2_1	1	2.2
a21o_1	1	2.6
nor2b_1	1	2.2
o21a_1	1	2.6
inv_1	2	2.6
o21ai_1	2	3.5
nor2_1	2	2.6
nand3_1	1	1.7
o22a_1	1	3.0
o2111ai_1	1	3.0
dlxtn_1	3	16
o21ai_2	1	3.0
or3_4	1	3.9
## cell families after synthesis
logic type | after synthesis | synth area share (%)
adder cells (fa/ha/maj) | 4 | 17.3
flip-flops | 3 | 20.8
AND-OR/OR-AND | 9 | 22.1
buffers and inverters | 3 | 4.33
AND/OR/NAND/NOR | 7 | 16.9
XOR/XNOR | 1 | 3.03
latches | 3 | 15.6
## registers in the layout, indices dropped and copies added (netlist names)
register  count
state         3
count         3
## metrics by stage
stage                     cells  hold slack [ps]  cell area [um^2]  worst slack, ps
after global placement       79              520               382              733
after global routing         83              553               408              578
after detailed placement     79              531               382              682
final                        83              543               408              696
after CTS                    83              538               408              681
after floorplan              30              477               289              794
## cell type report
cell class | count | area [um^2] | share of cell area (%)
Sequential cell | 6 | 105 | 25.8
Clock buffer | 4 | 26.3 | 6.44
Multi-Input combinational cell | 21 | 171 | 42.0
Tap cell | 46 | 57.6 | 14.1
Timing Repair Buffer | 4 | 40.0 | 9.82
Inverter | 2 | 7.51 | 1.84
## routing by layer
metal  vias to the layer above  wire, um
li1                        118         -
met1                        99       211
met2                         7       227
met3                         0        81
met4                         0         0
met5                         -         0
Power figures rest on the tool's default switching activity, not on a simulated workload.
