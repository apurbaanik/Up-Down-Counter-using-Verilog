==> design.v <==
module binary(input clk, input dir, output reg [2:0] count);
parameter S0 = 0, S1 = 1, 
	  S2 = 2, S3 = 3, 
	  S4 = 4, S5 = 5, 
	  S6 = 6, S7 = 7;
reg [2:0] state = 0;
always @(posedge clk)
begin
	case(state)
	S0:begin
	if(dir==1'b1)
		state <=  S1;
	else
		state <= S7;
	end
	S1:begin
	if(dir==1'b1)
		state <=  S2;
	else
		state <= S0;
	end
	S2:begin
	if(dir==1'b1)
		state <=  S3;
	else
		state <= S1;
	end
	S3:begin
	if(dir==1'b1)
		state <=  S4;
	else
		state <= S2;
	end
	S4:begin
	if(dir==1'b1)
		state <=  S5;
	else
		state <= S3;
	end
	S5:begin
	if(dir==1'b1)
		state <=  S6;
	else
		state <= S4;
	end
	S6:begin
	if(dir==1'b1)
		state <=  S7;
	else
		state <= S5;
	end
	S7:begin
	if(dir==1'b1)
		state <=  S0;
	else
		state <= S6;
	end
	default:begin
		state <= 0;
	end
	endcase
end
always@(state)
begin
	if (state == S0)
		count <= 3'b000;
	else if (state == S1)
		count <= 3'b001;
	else if (state == S2)
		count <= 3'b010;
	else if(state == S3)
		count <= 3'b011;
	else if (state == S4)
		count <= 3'b100;
	else if (state == S5)
		count <= 3'b101;
	else if (state == S6)
		count <= 3'b110;
	else if (state == S7)
		count <= 3'b111;
end
endmodule
==> run.sh <==
#!/bin/bash
# OpenROAD 26Q1-2900-gdf79404cd8, Yosys 0.63+post, stock flow scripts
make -C /OpenROAD-flow-scripts/flow DESIGN_CONFIG=/design/flow/config.mk WORK_HOME=/design/flow/orfs finish
==> config.mk <==
export PLATFORM = sky130hd
export DESIGN_NAME = binary
export DESIGN_NICKNAME = binary
export VERILOG_FILES = /design/flow/design.v
export SDC_FILE = /design/flow/constraint.sdc
export NUM_CORES = 4
export LEC_CHECK = 1
export CORE_AREA = 10 10 70 70
export DIE_AREA = 0 0 80 80
==> constraint.sdc <==
current_design binary

set clk_period 1.9
set clk_io_pct 0.2

create_clock -name clk0 -period $clk_period [get_ports {clk}]

set non_clock_inputs [all_inputs -no_clocks]
set_input_delay [expr $clk_period * $clk_io_pct] -clock clk0 $non_clock_inputs
set_output_delay [expr $clk_period * $clk_io_pct] -clock clk0 [all_outputs]
==> job_summary.md <==
### Yosys + OpenROAD results

| Metric | Value |
|---|---|
| Post-synth ARST share | `0` |
| Met3 WL | `approximately 86 µm` |
| Post-CTS Setup Bufs | `0` |
| Design Area, Final | `roughly 290 µm²` |
| IO Pins | `5` |
| Final std cells w/o fill | `around 70` |
| Core Util, Final | `0.08425` |
| Chip Area, Yosys | `approximately 170 µm²` |
| Synthesized instance count | `17` |
| Clk ins delay skew pair | `around 240 ps` |
| Clock Skew | `about 2.0 ps` |
| CTS Hold Bufs | `0` |
| Synth top area cells | `dfxtp_1, dlxtn_1, xnor2_1` |
| Number of enable flip-flop cells | `0` |
| DRT Pass-1 Iters | `2` |
| Fin. Hold Viols | `0` |
| Status | `finished clean` |
| GRT Util Overall | `0.01344` |
| Initial antenna violation count | `0` |
| GRT overflow | `0` |
| Max H-tree Level | `1` |
| Number of cells in Yosys stat | `17` |
| Clk pin slew, worst setup/hold paths | `40 ps` |
| Worst hold path class | `flip-flop to flip-flop` |
| Pwr Density | `about 1100 nW/µm²` |
| Syn Area/Cell | `slightly below 10 µm²` |
| Drt drc | `0` |
| Die Ht | `roughly 80 µm` |
| Vias in the first global route | `123` |
| Kind of critical path | `flip-flop to output pin` |
| Largest net degree at the start of global routing | `5` |
| First-pass GRT wire length | `approximately 590 µm` |
| # diodes | `0` |
| Die area | `around 6400 µm²` |
| RSZ-0062 raised after global routing | `no` |
| Largest area contributor in the synthesized netlist | `dfxtp_1` |
| Leak | `0.0001042 µW` |
| Crit path max fanout | `4` |
| Clock root cell | `clkbuf_4` |
| Setup Total Neg Slack | `0 ps` |
| Final Cycle Share | `0.9483` |
| Post-DP Area | `approximately 260 µm²` |
| Wl on met1 | `around 110 µm` |
| Clk buf depth | `2` |
| Startpoint Class | `flip-flop` |
| Period minus WS final | `about 1800 ps` |
| Yosys warning tally | `1` |
| CTS Buf Count | `3` |
| Initial DRC count | `1` |
| Top post-synthesis cells by count | `clkbuf_1, dfxtp_1, dlxtn_1, xnor2_1` |
| Critical Path Sink Type | `output pin` |
| Number of fillers in the final layout | `around 410` |
| Synthesized registers | `6` |
| DR WL/cell | `between 4 and 5 µm` |
| # resized after CTS | `0` |
| Area Growth Syn to Fin | `71.64%` |
| Top sig layer | `met4` |
| Drt total wl | `approximately 350 µm` |
| Layout cells sized above 1 | `0.1667` |
| DR vias | `116` |
| Final setup violating endpoints | `0` |
| Width of the die | `80 µm` |
| Placed cell count | `about 66` |
| Synth cell types | `9` |
| Max Slew Vio Count | `0` |
| Max_cap viols | `0` |
| Pre-Place Util | `0.04908` |
| Data required, critical path | `about 1500 ps` |
| PortBufs | `4` |
| Max VDD drop | `about 0.29 mV` |
| Dominant Register Cell | `dlxtn_1` |
| Reg2Reg Setup Slack | `1040 ps` |
| Core area | `3416 µm²` |
| Number of unconstrained endpoints | `3` |
| Log Warnings | `25` |
| Routed Antenna Nets | `0` |
| Arrival @ worst endpoint | `1420 ps` |
| DR vias/cell | `~1.7` |
| Wire length on met2 | `141 µm` |
| CTS tree | `built` |
| Register pins left without a clock | `3` |
| Fmax | `about 0.56 GHz` |
| GPL Wtd Cong | `roughly 0.66` |
| # rows | `21` |
| Mapped Area | `between 150 and 200 µm²` |
| Dominant cell area share | `0.3582` |
| DPL Wire Length | `roughly 260 µm` |
## layout make-up
type	count	area [µm²]	share of cell area
Sequential cell	6	105.1	0.3652
Tap cell	46	57.56	0.2000
Multi-Input combinational cell	9	55.05	0.1913
Timing Repair Buffer	4	40.04	0.1391
Clock buffer	4	26.28	0.09130
Inverter	1	3.754	0.01304
## power by group
part	internal (µW)	switching [µW]	total, µW	leakage, µW
registers	106	22.2	128	0.0000488
logic	47.8	20.0	67.8	0.0000404
clock network	78.9	36.1	115	0.0000150
total	232	78.3	310	0.000104
## stage by stage
step	hold slack, ps	setup slack [ps]	power [µW]
2_1_floorplan	408.2	793.9	174.6
3_3_place_gp	419.5	335.4	194.4
3_5_place_dp	432.4	325.6	197.8
4_1_cts	443.7	66.62	318.2
5_1_grt	491.9	10.36	340.7
6_report	440.3	98.27	310.5
## worst max-delay path, stage by stage (launching register included)
cell             delay (ps)
dfxtp_1                 360
dlxtn_1                 360
clkdlybuf4s50_1         470
## cells by family (layout without fill, tap and decap cells)
| family | Yosys count | after routing | share of synthesized area |
|---|---|---|---|
| xor+xnor | 3 | 3 | 0.1567 |
| buf+inv | 4 | 9 | 0.08953 |
| flops | 3 | 3 | 0.3582 |
| latches | 3 | 3 | 0.2686 |
| other cells | 1 | 3 | 0.02237 |
| simple gates | 3 | 3 | 0.1045 |
## layer usage
layer | global-route usage | vias up
met2 | 0.01445 | 6
met1 | 0.01200 | 49
li1 | - | 59
met3 | 0.02159 | 2
met4 | 0.005282 | 0
met5 | 0 | -
## registers in the layout, summed over array words and instances (netlist names)
| signal | cells |
|---|---|
| state | 3 |
| count | 3 |
## final timing paths
| check | startpoint | to | depth (start not counted) |
|---|---|---|---|
| worst max-delay path | state[0]$_DFF_P_ | count[0] | 2 |
| worst max register to register | state[0]$_DFF_P_ | state[2]$_DFF_P_ | 3 |
| worst min-delay path | state[0]$_DFF_P_ | state[0]$_DFF_P_ | 1 |
| worst min register to register | state[0]$_DFF_P_ | state[0]$_DFF_P_ | 1 |
## layout by cell type, fill, tap and decap left out
master,Yosys,final
and3_1,1,1
clkbuf_1,3,1
clkbuf_4,0,3
clkdlybuf4s50_1,0,4
conb_1,1,3
dfxtp_1,3,3
dlxtn_1,3,3
inv_1,1,1
nor2_2,1,1
nor3_1,1,1
xnor2_1,3,3
No activity file was given, so power comes from the tool's default toggle rates.
